<file path="run.sh">
#!/bin/bash
# OpenROAD 26Q1-2900-gdf79404cd8, Yosys 0.63+post, stock flow scripts
make -C /OpenROAD-flow-scripts/flow DESIGN_CONFIG=/design/flow/config.mk WORK_HOME=/design/flow/orfs finish
</file>
<file path="config.mk">
export PLATFORM = sky130hd
export DESIGN_NAME = top
export DESIGN_NICKNAME = top
export VERILOG_FILES = /design/flow/design.v
export SDC_FILE = /design/flow/constraint.sdc
export NUM_CORES = 4
export LEC_CHECK = 1
export CORE_AREA = 10 10 107 107
export DIE_AREA = 0 0 117 117
</file>
<file path="constraint.sdc">
current_design top

set clk_period 5.5
set clk_io_pct 0.2

create_clock -name clk0 -period $clk_period [get_ports {CLK100MHZ}]

set non_clock_inputs [all_inputs -no_clocks]
set_input_delay [expr $clk_period * $clk_io_pct] -clock clk0 $non_clock_inputs
set_output_delay [expr $clk_period * $clk_io_pct] -clock clk0 [all_outputs]
</file>
<file path="design.v">
`timescale 1ns / 1ps
module top(
    input wire [15:0] SW,
    input wire CLK100MHZ,
    output wire clk_1khz,
    output wire [7:0] AN,
    output wire CA, CB, CC, CD, CE, CF, CG, DP,
    output wire LED16_R, LED16_G, LED16_B
);
    freq_divider #(.DIVIDER(50000)) divider (
        .clk_in(CLK100MHZ),
        .clk_out(clk_1khz)
        );
    assign CA = SW[0];
    assign CB = SW[1];
    assign CC = SW[2];
    assign CD = SW[3];
    assign CE = SW[4];
    assign CF = SW[5];
    assign CG = SW[6];
    assign DP = SW[7];
    assign AN = 8'b00000100;
endmodule
module freq_divider #(
    parameter DIVIDER = 50000
)(
    input wire clk_in,
    output reg clk_out = 0
    );
    reg [31:0] counter = 0;
    always @(posedge clk_in) begin
        if (counter == DIVIDER - 1) begin
            counter <= 0;
            clk_out <= ~clk_out;
        end else begin
            counter <= counter + 1;
        end
    end
endmodule
</file>
==> impl_metrics.env <==
# flow metrics
export IMPL_async_flop_share_pct=0
export IMPL_area_leaders="dfxtp_1 (41%), xnor2_1 (13%), buf_4 (9.2%)"
export IMPL_ys_seq_share_pct=43.1
export IMPL_crit_path_cell_trace="clkdlybuf4s50_1"
export IMPL_worst_path_buf_inv=1
export IMPL_rsz0062_at_grt="false"
export IMPL_r2r_start="divider.counter[0]"
export IMPL_cts_resized=0
export IMPL_grt_max_degree=11
export IMPL_ctsLongestPathBuffers=2
export IMPL_num_rows=35
export IMPL_vias=962
export IMPL_finalClockPeriodUsage_pct=40.2
export IMPL_cts_tree="yes"
export IMPL_layout_setup_ws_ns=3.29
export IMPL_cp_required_ns=4.40
export IMPL_cts_buffers=5
export IMPL_finalSetupViolations=0
export IMPL_avgSynthCellArea_um2=9.98
export IMPL_dr_pass1_iters=4
export IMPL_clk_pin_slew_ns=0.06
export IMPL_crit_family="buffers and inverters"
export IMPL_rrSetupSlack_ns=3.53
export IMPL_grt_pass1_wl_um=4160
export IMPL_hp_class="reg2reg"
export IMPL_gp_congestion=0.770
export IMPL_period_needed_ns=2.21
export IMPL_initCoreUtil_pct=16.9
export IMPL_root_buffer="clkbuf_8"
export IMPL_cts_sinks=33
export IMPL_synth_cell_type_count=22
export IMPL_drc_errors=0
export IMPL_die_w_um=117
export IMPL_crit_path_top_delay_cell="clkdlybuf4s50_1"
export IMPL_grt_usage_pct=3.60
export IMPL_slew_headroom_pct=57.3
export IMPL_htreeDepth=2
export IMPL_holdWs_ns=0.465
export IMPL_startpoint="divider.clk_out"
export IMPL_p_per_area_mw_per_mm2=257
export IMPL_critPathArrivalTime_ns=1.11
export IMPL_final_antenna_net_count=0
export IMPL_die_area_mm2=0.0137
export IMPL_setup_tns_ns=0
export IMPL_cp_endpoint="clk_1khz"
export IMPL_start_kind="flip-flop"
export IMPL_syn_inst=156
export IMPL_p_leak_uw=0.000583
export IMPL_drt_iter0_markers=35
export IMPL_worst_slew_pin_slew_ns=0.636
export IMPL_cts_hold_buffers=0
export IMPL_antennaDiodeCount=0
export IMPL_slew_violations=0
export IMPL_ys_area_mm2=0.00156
export IMPL_dp_hpwl_um=1630
export IMPL_critPathMaxFanout=2
export IMPL_stdcell_area_mm2=0.00169
export IMPL_synthToLayoutAreaGrowth_pct=8.76
export IMPL_vias_per_cell=3.63
export IMPL_core_mm2=0.00920
export IMPL_postRouteWirelength_um=2350
export IMPL_ys_warnings_count=4
export IMPL_finalHoldViolations=0
export IMPL_warning_count=33
export IMPL_fin_skew_ns=0.00415
export IMPL_flop_cell="dfxtp_1"
export IMPL_ios=37
export IMPL_routedWlPerCell_um=8.85
export IMPL_worst_setup_path_type="reg2out"
export IMPL_placed_area_mm2=0.00159
export IMPL_port_buffers=1
export IMPL_top_cells_by_count="dfxtp_1 (32), xnor2_1 (23), buf_4 (19)"
export IMPL_critPathMaxStageDelay_ns=0.48
export IMPL_yosys_register_bits=33
export IMPL_r2r_cells=3
export IMPL_r2r_end="divider.clk_out"
export IMPL_grt_pass1_vias=938
export IMPL_synth_edff_count=1
export IMPL_dp_slack_ns=3.30
export IMPL_grt_overflow_total=0
export IMPL_synth_cell_area_mm2=0.00156
export IMPL_largest_area_cell="dfxtp_1"
export IMPL_drive_above_1_share_pct=9.74
export IMPL_fp_dieH_um=117
export IMPL_peakVddDrop_mv=0.0908
export IMPL_post_cts_buffers=0
export IMPL_worstSetupPathDepth=1
export IMPL_max_freq_mhz=453
export IMPL_ys_cells=156
export IMPL_cp_end_kind="output pin"
export IMPL_maxCapViolCount=0
export IMPL_outcome="complete, no violations"
export IMPL_netlist_area_leader_share_pct=41.2
export IMPL_clkLatencyLatePin_ns=0.28
export IMPL_synth_most_common_cell="dfxtp_1"
export IMPL_antenna_found_initial=0
logic make-up after synthesis:
group / Yosys count / synth area share [%]
fa+ha+maj: 1 / 0.804
other cells: 2 / 0.482
xor+xnor: 30 / 16.9
simple gates: 65 / 28.1
buf+inv: 25 / 10.7
flops: 33 / 43.1
worst min-delay path by stage:
stage	to	cells past startpoint	from	slack, ns
after CTS	divider.counter[0]	1	divider.counter[0]	0.47
after global routing	divider.counter[0]	1	divider.counter[0]	0.49
final	divider.counter[0]	1	divider.counter[0]	0.46
sequential cells by signal (all words and copies together), names as in the netlist:
register,cells
divider.clk_out,1
divider.counter,32
cell type report:
type,instances,area (µm²)
clock buffer,7,96.3
clock inverter,1,5.00
fill,996,7500
inverter,5,18.8
multi-input combinational,107,753
sequential,33,671
tap,111,139
timing repair buffer,1,10.0
power by group:
group | internal, µW | switching [µW]
combinational | 0 | 0.407
sequential | 240 | 0
clock | 113 | 82.2
worst reg2reg max path, stage by stage, from the launching register on:
cell and delay, ns:
dfxtp_1 0.37, ha_1 0.20, nand3_1 0.33, nor4_4 0.70
cells in the final DEF, fill, tap and decap left out:
| cell type | count |
|---|---|
| and3_1 | 2 |
| and3_2 | 1 |
| and4_1 | 2 |
| clkbuf_8 | 7 |
| clkdlybuf4s50_1 | 1 |
| clkinv_2 | 1 |
| conb_1 | 11 |
| dfxtp_1 | 32 |
| edfxtp_1 | 1 |
| ha_1 | 1 |
| inv_1 | 5 |
| nand2_1 | 7 |
| nand3_1 | 12 |
| nand4_1 | 9 |
| nand4_4 | 3 |
| nor2_1 | 13 |
| nor2b_1 | 1 |
| nor3_1 | 3 |
| nor4_1 | 8 |
| nor4_4 | 3 |
| nor4b_1 | 1 |
| xnor2_1 | 23 |
| xor2_1 | 7 |
per-layer routing:
| layer | GRT usage, % | share of wire (%) |
|---|---|---|
| met5 | 0 | 0 |
| met4 | 0.906 | 1.8 |
| met3 | 0.877 | 4.3 |
| met2 | 5.44 | 43 |
| met1 | 5.08 | 51 |
through the flow:
stage                     total power, µW  std cells  utilization, %
after floorplan                       254        165               -
after global placement                246        257            17.3
after detailed placement              246        257            17.3
after CTS                             445        265            18.4
after global routing                  453        265            18.4
final                                 436        265            18.4
Power and IR drop assume default switching activity.
